===== ./run.sh =====
#!/bin/bash
# OpenROAD 26Q1-2900-gdf79404cd8, Yosys 0.63+post, stock flow scripts
make -C /OpenROAD-flow-scripts/flow DESIGN_CONFIG=/design/flow/config.mk WORK_HOME=/design/flow/orfs finish

===== ./config.mk =====
export PLATFORM = sky130hd
export DESIGN_NAME = timer_mmio
export DESIGN_NICKNAME = timer_mmio
export VERILOG_FILES = /design/flow/design.v
export SDC_FILE = /design/flow/constraint.sdc
export NUM_CORES = 4
export LEC_CHECK = 1
export CORE_UTILIZATION = 30

===== ./constraint.sdc =====
current_design timer_mmio

set clk_period 10.2
set clk_io_pct 0.2

create_clock -name clk0 -period $clk_period [get_ports {clk}]

set non_clock_inputs [all_inputs -no_clocks]
set_input_delay [expr $clk_period * $clk_io_pct] -clock clk0 $non_clock_inputs
set_output_delay [expr $clk_period * $clk_io_pct] -clock clk0 [all_outputs]

===== ./design.v =====
`timescale 1ns/1ps
module timer_mmio #(
    parameter [31:0] BASE_ADDR         = 32'h8100_7000,
    parameter [31:0] CLK_FREQ          = 32'd100_000_000,             
    parameter [31:0] DEFAULT_PRESCALER = 32'd1000,
    parameter [31:0] MAX_COMPARE       = 32'hFFFF_FFFF
)(
    input  wire                     clk,
    input  wire                     resetn,
    input  wire                     mem_valid,
    input  wire                     mem_instr,
    output reg                      mem_ready,
    input  wire [31:0]              mem_addr,
    input  wire [31:0]              mem_wdata,
    input  wire [3:0]               mem_wstrb,
    output reg  [31:0]              mem_rdata,
    output reg                      timer_irq,
    input  wire                     eoi
);
    reg timer_irq_next;
    reg [31:0] ctrl_reg;
    reg [31:0] compare_reg;
    reg [31:0] prescaler_reg;
    reg [31:0] counter;
    reg [31:0] prescaler_cnt;
    reg        compare_match;
    reg        overflow;
    reg        prescaler_overflow;
    localparam [31:0]
        RW_TIMER_CTRL      = BASE_ADDR + 32'h00,
        RW_TIMER_COMPARE   = BASE_ADDR + 32'h04,
        RO_TIMER_CURRENT   = BASE_ADDR + 32'h08,
        RW_TIMER_PRESCALER = BASE_ADDR + 32'h0C,
        RS_TIMER_STATUS    = BASE_ADDR + 32'h10;
    wire ctrl_timer_en         = ctrl_reg[0];
    wire ctrl_auto_reload      = ctrl_reg[1];         
    wire ctrl_compare_irq_en   = ctrl_reg[2];
    wire ctrl_overflow_irq_en  = ctrl_reg[3];
    wire ctrl_prescaler_en     = ctrl_reg[4];         
    wire ctrl_oneshot          = ctrl_reg[5];         
    wire ctrl_prescaler_irq_en = ctrl_reg[6];         
    wire status_compare_match  = compare_match;       
    wire status_overflow       = overflow;            
    wire status_prescaler_ovf  = prescaler_overflow;  
    wire status_timer_running  = ctrl_timer_en;       
    wire [31:0] status_wire = {
        28'd0,
        status_timer_running,
        status_prescaler_ovf,
        status_overflow,
        status_compare_match
    };
    wire [31:0] wmask = { {8{mem_wstrb[3]}}, {8{mem_wstrb[2]}}, {8{mem_wstrb[1]}}, {8{mem_wstrb[0]}} };
    wire [31:0] wdata = mem_wdata & wmask;
    wire prescaler_tick = (ctrl_timer_en && ctrl_prescaler_en && (prescaler_cnt == 0));
    wire timer_should_inc = ctrl_timer_en && (!ctrl_prescaler_en || prescaler_tick);
    always @(posedge clk) begin: PRESCALER_COUNTER
        if (!resetn) begin
            prescaler_cnt      <= 0;
            prescaler_overflow <= 0;
        end else if (ctrl_timer_en && ctrl_prescaler_en) begin
            if (prescaler_cnt == 0) begin
                prescaler_cnt      <= prescaler_reg;
                prescaler_overflow <= 1'b1;
            end else begin
                prescaler_cnt      <= prescaler_cnt - 1;
                prescaler_overflow <= 1'b0;
            end
        end else begin
            prescaler_cnt      <= 0;
            prescaler_overflow <= 1'b0;
        end
    end
    always @(posedge clk) begin: TIMER_COUNTER
        if (!resetn) begin
            counter       <= 0;
            compare_match <= 0;
            overflow      <= 0;
        end else if (timer_should_inc) begin
            if (counter == compare_reg) begin
                compare_match <= 1'b1;
                if (ctrl_auto_reload) begin
                    counter <= 0;
                end else begin
                    counter <= counter + 1;
                end
                if (ctrl_oneshot) begin
                    ctrl_reg[0] <= 1'b0;
                end
            end else begin
                counter       <= counter + 1;
                compare_match <= 1'b0;
            end
            if (counter == MAX_COMPARE) begin
                overflow <= 1'b1;
                counter  <= 0;
            end else begin
                overflow <= 1'b0;
            end
        end else begin
            compare_match <= 1'b0;
            overflow      <= 1'b0;
        end
    end
    always @(*) begin: IRQ_GEN
        timer_irq_next = 0;
        if (ctrl_timer_en) begin
            if ((ctrl_compare_irq_en && compare_match) ||
                (ctrl_overflow_irq_en && overflow)     ||
                (ctrl_prescaler_irq_en && prescaler_overflow))
            begin: IRQ_CONDITIONS
                timer_irq_next = 1'b1;
            end
        end
    end
    always @(posedge clk) begin
        if (!resetn)
            timer_irq <= 0;
        else
            timer_irq <= eoi ? 0 : timer_irq_next;
    end
    always @(posedge clk) begin
        if (!resetn) begin
            mem_ready <= 0;
        end else mem_ready <= mem_valid && !mem_instr;
    end
    always @(posedge clk) begin: MMIO_READ
        if (!resetn) begin
            mem_rdata <= 0;
        end else if (mem_valid && (!mem_instr) && mem_wstrb == 0) begin
            case (mem_addr)
                RW_TIMER_CTRL:      mem_rdata <= ctrl_reg;
                RW_TIMER_COMPARE:   mem_rdata <= compare_reg;
                RO_TIMER_CURRENT:   mem_rdata <= counter;
                RW_TIMER_PRESCALER: mem_rdata <= prescaler_reg;
                RS_TIMER_STATUS:    mem_rdata <= status_wire;
                default:            mem_rdata <= 0;
            endcase
        end else begin
            mem_rdata <= 0;
        end
    end
    always @(posedge clk) begin: MMIO_WRITE
        if (!resetn) begin
            ctrl_reg      <= 0;
            compare_reg   <= MAX_COMPARE;
            prescaler_reg <= (CLK_FREQ / DEFAULT_PRESCALER) - 1;
        end else begin
            if (mem_valid && (!mem_instr) && mem_wstrb != 0) begin
                case(mem_addr)
                    RW_TIMER_CTRL: begin
                        ctrl_reg <= wdata;
                    end
                    RW_TIMER_COMPARE: begin
                        compare_reg <= (wdata > MAX_COMPARE) ? MAX_COMPARE : wdata;
                    end
                    RW_TIMER_PRESCALER: begin
                        prescaler_reg <= wdata;
                    end
                    RS_TIMER_STATUS: begin
                        if (wdata[0]) compare_match <= 0;
                        if (wdata[1]) overflow <= 0;
                        if (wdata[2]) prescaler_overflow <= 0;
                        if (wdata[3]) ctrl_reg[0] <= 0;
                    end
                    default: ;
                endcase
            end
        end
    end
endmodule

==> qor.yml <==
synth:
  area_leaders: "dfxtp_1 (43%), mux2i_1 (18%), nor3_1 (5.3%)"
  asr_flop_ratio_synth_pct: 0
  yosys.area.top_type: "dfxtp_1"
  yosys-stat-cells: 632
  ys_seq_share_pct: 43.2
  syn_area_sq_um: 5940
  syn_inst: 632
  synth-edff-count: 0
  most_common_reg_cell: "dfxtp_1"
  avgSynthCellArea_sq_um: 9.40
  synth_flop_count: 128
  synth.top_cell.area_share_pct: 43.2
  synth_top_cells_by_count: "dfxtp_1 (128), mux2i_1 (105), nor3_1 (63)"
  synth-area-yosys_sq_um: 5940
  synth.distinct_cells: 36
  synth.yosys.warnings: 9
  netlist.top_cell.by_instances: "dfxtp_1"
outcome:
  status: "finished, final reports clean"
placed_design:
  dp.final_hpwl_mm: 8.84
  buffer_ports.inserted: 104
  dpl_cell_area_sq_um: 7090
  finalWeightedCongestion: 0.744
pwr:
  cell_internal_pwr_uw: 913
  vdd_drop_max_mv: 0.0999
  sw_pwr_uw: 244
  power.density_nw_per_um2: 151
  cellLeakagePower_uw: 0.00278
  seq_power_share_pct: 43.2
  clockPowerShare_pct: 50.7
  share_comb_of_total_power_pct: 6.1
  switching_share_pct: 21.1
route:
  1st_iter_drt_viols: 296
  num_antenna_cells: 0
  drc: 0
  via_count: 4780
  viasPerCell: 4.89
  drt_pre_antenna_iters: 6
  routed_wire_length_per_instance_um: 15.6
  antenna_violating_nets_remaining: 0
  finalWirelength_mm: 15.3
grt:
  gr-usage-all-layers_pct: 15.7
  grt_pass1_wl_mm: 24.4
  antenna_found_initial: 1
  grt_max_degree: 75
  first_global_vias: 4630
  grt_remaining_overflow: 0
worst_setup_path:
  critical_path_peak_fanout: 24
  critPathCaptureType: "register"
  crit_type: "primary input to register"
  arrival_worst_endpoint_ns: 5.02
  req_time_crit_path_ns: 10.53
  worstSetupStartpointType: "primary input"
cts:
  numClockSinks: 128
  cts.reportedPaths.clkPinSlew_ns: 0.05
  number_of_hold_repair_buffers_added_at_the_cts_stage: 0
  postCtsSetupRepairBufs: 0
  tritoncts: "built"
  clockRootBuffer: "clkbuf_16"
  post_cts.resized_instances: 0
  clkLatencyLatePin_ns: 0.41
  tritoncts_buffers: 17
  max-clock-path-buffers: 2
  cts_max_level: 4
timing:
  setup_total_negative_slack_ns: 0
  finalSetupViolations: 0
  worst_slew_margin_rel_pct: 38.7
  finalCritPeriodShare_pct: 45.9
  max_freq_mhz: 213
  period_needed_ns: 4.69
  report.final.slew_viol_count: 0
  final-hold-violation-count: 0
  worst_clock_skew_ns: 0.00520
  unrepaired_setup_endpoints_after_global_routing: "no"
  timing_worst_slew_pin_value_ns: 0.912
floorplanning:
  rows: 51
  fp_core_util_pct: 30.5
  fp.dieArea_sq_um: 20400
  die_height_um: 143
  die_width_um: 143
  num_io_pins: 107
  core_region_area_sq_um: 19500
flow_run:
  warning_count: 26
  maxCapViolations: 0
min_path:
  hp-class: "register to register"
finish:
  design_area_sq_um: 7670
  layout_cell_share_with_drive_strength_beyond_1_pct: 7.85
  areaGrowthSynthToFinish_pct: 29.2
per-stage QoR:
step	hold WS, ns	cells	setup WS [ns]	power [uW]	utilization [%]
after floorplan	0.435	632	6.78	542	-
after global placement	0.443	948	5.14	582	36.4
after detailed placement	0.447	948	5.09	581	36.4
after CTS	0.456	978	5.53	1170	39.4
after global routing	0.472	978	5.33	1200	39.4
final	0.454	978	5.51	1160	39.4
power groups by stage:
| stage | registers [uW] | clock network [uW] | logic (uW) |
|---|---|---|---|
| after CTS | 500 | 599 | 70.5 |
| final | 501 | 587 | 70.0 |
| after global routing | 500 | 622 | 75.1 |
worst paths after layout:
| kind | start | to | slack, ns | cells after the start |
|---|---|---|---|---|
| hold / removal | ctrl_reg[18]$_SDFFE_PN0P_ | ctrl_reg[18]$_SDFFE_PN0P_ | 0.45 | 2 |
| setup reg to reg | compare_reg[8]$_SDFFE_PN1P_ | mem_rdata[8]$_SDFF_PN0_ | 9.33 | 3 |
| hold reg to reg | ctrl_reg[18]$_SDFFE_PN0P_ | ctrl_reg[18]$_SDFFE_PN0P_ | 0.45 | 2 |
| setup / recovery | mem_addr[17] | ctrl_reg[16]$_SDFFE_PN0P_ | 5.51 | 6 |
worst max-delay path, cell delays in order:
cell             delay (ns)
clkdlybuf4s50_1        0.44
nor4_4                 0.38
nand4_4                0.42
nor4_4                 0.94
buf_4                  0.55
mux2i_1                0.23
final cells by class:
cell class / count / area (sq um)
well taps: 265 / 332
repair buffers: 115 / 1120
clock inverters: 4 / 48.8
multi-input cells: 408 / 2960
flip-flops and latches: 128 / 2560
clock buffers: 26 / 529
inverters: 32 / 120
fillers: 1916 / 11800
kinds of logic after synthesis:
family | Yosys count | share of synthesized area, %
AND/OR/NAND/NOR | 194 | 18.8
multiplexers | 105 | 17.7
other | 1 | 0.0632
buffers and inverters | 96 | 7.21
AND-OR/OR-AND | 108 | 13.1
flip-flops | 128 | 43.2
metal layers:
metal	track usage, %	up-vias	share of wire, %
li1	-	2387	-
met1	23.2	2255	48
met2	24.3	126	45
met3	3.83	12	5.9
met4	1.98	0	1.3
met5	0	-	0
cells in the final DEF, fill, tap and decap left out, drive strengths merged:
cell,synthesis,routed
a31oi,22,22
clkbuf,48,26
nor3,63,63
nand3,33,33
nor3b,1,1
o21a,31,31
nor2b,21,21
or3,1,1
nor4b,2,2
nor2,2,2
conb,1,1
inv,32,32
nand2,53,53
a2111oi,23,23
bufinv,0,1
mux2i,105,105
dfxtp,128,128
and4,2,2
clkinv,0,3
and2,1,1
o21ai,22,22
nor4,7,7
nand4,5,5
a21boi,10,10
and4bb,2,2
clkdlybuf4s50,0,102
nand2b,1,1
buf,16,13
Power figures rest on the tool's default switching activity, not on a simulated workload.
